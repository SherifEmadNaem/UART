==> design.v <==
module APB
(
    input               PCLK,
    input               PRESETn,
    input       [31:0]  PADDR,
    input               PSEL,
    input               PENABLE,
    input               PWRITE,
    input       [31:0]  PWDATA,
    output      [31:0]  PRDATA,
    output              PREADY
);
    localparam ADDR_CTRL   = 32'h00;
    localparam ADDR_STATS  = 32'h04;
    localparam ADDR_TX     = 32'h08;
    localparam ADDR_RX     = 32'h0C;
    wire sel_ctrl  = (PADDR == ADDR_CTRL);
    wire sel_stats = (PADDR == ADDR_STATS);
    wire sel_tx    = (PADDR == ADDR_TX);
    wire sel_rx    = (PADDR == ADDR_RX);
    localparam S_IDLE   = 2'b00;
    localparam S_SETUP  = 2'b01;
    localparam S_ACCESS = 2'b10;
    reg [1:0] state;
    reg [31:0] ctrl_reg;
    reg [31:0] tx_data_reg;
    wire [31:0] stats_reg;
    wire [31:0] rx_data_reg;
    wire tx_wire;
    wire tx_busy, tx_done;
    wire rx_busy, rx_done, rx_err;
    wire [7:0] rx_data_wire;
    transmitter transmitter_UART (
        .tx_en      (ctrl_reg[0]),
        .data       (tx_data_reg[7:0]),
        .arst_n     (PRESETn),
        .rst        (ctrl_reg[1]),
        .clk        (PCLK),
        .TX         (tx_wire),
        .busy       (tx_busy),
        .done       (tx_done)
    );
    receiver receiver_UART (
        .clk        (PCLK),
        .rst        (ctrl_reg[3]),
        .arst_n     (PRESETn),
        .rx_en      (ctrl_reg[2]),
        .RX         (tx_wire),
        .busy       (rx_busy),
        .done       (rx_done),
        .err        (rx_err),
        .data       (rx_data_wire)
    );
    assign stats_reg = {27'b0, rx_err, rx_done, rx_busy, tx_done, tx_busy};
    assign rx_data_reg = {24'b0, rx_data_wire};
    assign PREADY = (state == S_ACCESS);
    assign PRDATA = sel_ctrl  ? ctrl_reg    :
                    sel_stats ? stats_reg   :
                    sel_tx    ? tx_data_reg :
                    sel_rx    ? rx_data_reg :
                    32'hDEADBEEF; 
    always @(posedge PCLK or negedge PRESETn) begin
        if (~PRESETn) begin
            state <= S_IDLE;
            ctrl_reg <= 32'b0;
            tx_data_reg <= 32'b0;
        end
        else begin
            case (state)
                S_IDLE: begin
                    if (PSEL) begin
                        state <= S_SETUP;
                    end
                end
                S_SETUP: begin
                    if (PENABLE) begin
                        state <= S_ACCESS;
                    end else if (~PSEL) begin
                        state <= S_IDLE;
                    end
                end
                S_ACCESS: begin
                    state <= S_IDLE;
                    if (PWRITE) begin
                        if (sel_ctrl) ctrl_reg <= PWDATA;
                        if (sel_tx)   tx_data_reg <= PWDATA;
                    end
                end
                default: state <= S_IDLE;
            endcase
        end
    end
endmodule
module receiver
(
    input               clk,
    input               rst,
    input               arst_n,
    input               rx_en,
    input               RX,
    output              busy,
    output              done,
    output              err,
    output      [7:0]   data
);
    localparam BAUD_TICK_FULL = 14'd10416;
    localparam BAUD_TICK_HALF = 14'd5208;
    localparam ST_IDLE   = 2'b00;
    localparam ST_SYNC   = 2'b01;
    localparam ST_SAMPLE = 2'b10;
    reg [1:0]   state;
    reg [13:0]  baud_counter;
    reg [3:0]   bit_counter;
    reg [9:0]   shift_reg;
    reg         rx_prev;
    reg         done_pulse;
    reg         err_pulse;
    assign busy = (state != ST_IDLE);
    assign data = shift_reg[8:1];
    assign done = done_pulse;
    assign err  = err_pulse;
    always @(posedge clk or negedge arst_n) begin
        if (~arst_n) begin
            state <= ST_IDLE;
            baud_counter <= 0;
            bit_counter <= 0;
            shift_reg <= 0;
            rx_prev <= 1'b1;
            done_pulse <= 1'b0;
            err_pulse <= 1'b0;
        end
        else if (rst) begin
            state <= ST_IDLE;
            baud_counter <= 0;
            bit_counter <= 0;
            shift_reg <= 0;
            rx_prev <= 1'b1;
            done_pulse <= 1'b0;
            err_pulse <= 1'b0;
        end
        else begin
            rx_prev <= RX;
            done_pulse <= 1'b0;
            err_pulse <= 1'b0;
            case (state)
                ST_IDLE: begin
                    if (rx_en && rx_prev && ~RX) begin  
                        state <= ST_SYNC;
                        baud_counter <= BAUD_TICK_HALF - 1;
                    end
                end
                ST_SYNC: begin
                    if (baud_counter > 0) begin
                        baud_counter <= baud_counter - 1;
                    end
                    else begin
                        state <= ST_SAMPLE;
                        baud_counter <= BAUD_TICK_FULL;
                        bit_counter <= 0;
                        shift_reg <= 0;  
                    end
                end
                ST_SAMPLE: begin
                    if (baud_counter > 0) begin
                        baud_counter <= baud_counter - 1;
                    end
                    else begin
                        baud_counter <= BAUD_TICK_FULL;
                        shift_reg <= {RX, shift_reg[9:1]};
                        if (bit_counter < 9) begin
                            bit_counter <= bit_counter + 1;
                        end
                        else begin
                            state <= ST_IDLE;
                            if (RX == 1'b1) begin  
                                done_pulse <= 1'b1;
                            end
                            else begin
                                err_pulse <= 1'b1;
                            end
                        end
                    end
                end
            endcase
        end
    end
endmodule
module transmitter
(
    input               tx_en,
    input       [7:0]   data,
    input               arst_n,
    input               rst,
    input               clk,
    output              TX,
    output              busy,
    output  reg         done
);
    localparam BAUD_TICK_COUNT = 16'd10416;
    localparam ST_IDLE      = 1'b0;
    localparam ST_TRANSMIT  = 1'b1;
    reg             state;
    reg [15:0]      baud_tick_counter;
    reg [3:0]       bit_counter;
    reg [9:0]       shift_reg;
    assign TX = (state == ST_IDLE) ? 1'b1 : shift_reg[0];
    assign busy = (state != ST_IDLE);
    always @(posedge clk or negedge arst_n) begin
        if (~arst_n) begin
            state <= ST_IDLE;
            baud_tick_counter <= 0;
            bit_counter <= 0;
            shift_reg <= {10{1'b1}};
            done <= 1'b0;
        end
        else if (rst) begin
            state <= ST_IDLE;
            baud_tick_counter <= 0;
            bit_counter <= 0;
            shift_reg <= {10{1'b1}};
            done <= 1'b0;
        end
        else begin
            done <= 1'b0;
            case (state)
                ST_IDLE: begin
                    if (tx_en) begin
                        state <= ST_TRANSMIT;
                        baud_tick_counter <= BAUD_TICK_COUNT;
                        bit_counter <= 0;
                        shift_reg <= {1'b1, data, 1'b0};  
                    end
                end
                ST_TRANSMIT: begin
                    if (baud_tick_counter > 0) begin
                        baud_tick_counter <= baud_tick_counter - 1;
                    end
                    else begin
                        baud_tick_counter <= BAUD_TICK_COUNT;
                        if (bit_counter < 9) begin
                            bit_counter <= bit_counter + 1;
                            shift_reg <= shift_reg >> 1;
                        end
                        else begin
                            state <= ST_IDLE;
                            done <= 1'b1;
                        end
                    end
                end
            endcase
        end
    end
endmodule
==> run.sh <==
#!/bin/bash
# OpenROAD 26Q1-2900-gdf79404cd8, Yosys 0.63+post, stock flow scripts
make -C /OpenROAD-flow-scripts/flow DESIGN_CONFIG=/design/flow/config.mk WORK_HOME=/design/flow/orfs finish
==> config.mk <==
export PLATFORM = sky130hd
export DESIGN_NAME = APB
export DESIGN_NICKNAME = APB
export VERILOG_FILES = /design/flow/design.v
export SDC_FILE = /design/flow/constraint.sdc
export NUM_CORES = 4
export LEC_CHECK = 1
export CORE_UTILIZATION = 40
==> constraint.sdc <==
current_design APB

set clk_period 5.2
set clk_io_pct 0.2

create_clock -name clk0 -period $clk_period [get_ports {PCLK}]

set non_clock_inputs [all_inputs -no_clocks]
set_input_delay [expr $clk_period * $clk_io_pct] -clock clk0 $non_clock_inputs
set_output_delay [expr $clk_period * $clk_io_pct] -clock clk0 [all_outputs]
==> reports/summary.rpt <==
====================================================================================
Count of instantiated cells in the yosys netlist ......................          596
Post-synth cell types .................................................           67
Final critical-path required period ...................................      4.45 ns
Share of flip-flops with an asynchronous set or reset after synthesis .         1.00
Routability-driven placement congestion ratio .........................        0.846
Overflow left after global routing ....................................            0
OpenROAD warning count ................................................           30
Worst-path clk slew ...................................................      0.06 ns
Level count of the clock H-tree .......................................            4
Vias per cell .........................................................         5.49
Power Dens Cells ......................................................  271 nW/um^2
Critical path required time ...........................................      4.16 ns
Number of antenna-violating nets in the routed design .................            0
Violation count after the first detailed-route iteration ..............          301
HP Class .............................................................. flop to flop
Worst slack at placement ..............................................     0.751 ns
Endpoints failing hold ................................................            0
Total of hold buffers inserted after clock tree synthesis .............            0
Maximum count of clock buffers along a single path ....................            2
Die height ............................................................  131 microns
Count of mapped cells out of synthesis ................................          596
Share of the core filled by cells before placement ....................        0.415
Yosys stat chip area ..................................................   6680 sq um
Total power ...........................................................      2.30 mW
Setup CP Type ......................................................... primary input to output port
Fraction of final layout cells with drive strength greater than 1 .....        0.221
Yosys top cell area share .............................................        0.446
Initial antenna violation count .......................................            0
Portion of the post-synthesis area used by sequential elements ........        0.493
Sinks on the clock net ................................................          131
Register bit total from synthesis .....................................          131
Pin count of the biggest net entering global routing ..................           57
Slew Limit Fails ......................................................            0
Max VDD drop ..........................................................     0.323 mV
Final wirelength ......................................................      15.5 mm
Final worst clock skew ................................................   0.00623 ns
# resized after CTS ...................................................            0
CTS tree ..............................................................         done
Mean instance size in the synthesized netlist .........................   11.2 sq um
Crit. End Element .....................................................  output port
Status ................................................................ finished, final reports clean
Routed vias ...........................................................         5068
WP data arrival .......................................................      3.41 ns
Number of port buffers ................................................          101
Overall chip area .....................................................  17200 sq um
Global-route wire length before repair ................................      26.5 mm
Core outline area .....................................................  16100 sq um
Pleak .................................................................      3.76 nW
Dominant logic cell types in the final layout ......................... sky130_fd_sc_hd__dfrtp_1, sky130_fd_sc_hd__clkdlybuf4s50_1, sky130_fd_sc_hd__mux2_2
Post CTS Setup Buffer Count ...........................................            0
Die outline width .....................................................  131 microns
Utilization of the core after routing .................................        0.525
Highest attainable clock frequency ....................................    0.224 GHz
Ys Warns ..............................................................            3
Vias in the first global route ........................................         5267
Global-route usage over all layers ....................................        0.195
Rel. slew slack .......................................................        0.461
Number of endpoints failing setup at the final stage ..................            0
Unrepaired setup endpoints after global routing .......................           no
Clock latency at the later pin of the worst-skew pair .................      0.41 ns
Avg WL per Cell ....................................................... 16.8 microns
Final setup slack of the worst path ...................................     0.746 ns
I/O pin cnt ...........................................................          102
Synth top area cells .................................................. sky130_fd_sc_hd__dfrtp_1, sky130_fd_sc_hd__mux2_2, sky130_fd_sc_hd__dfstp_2
Final period utilization ..............................................        0.857
Pre-antenna DRT Iters .................................................            4
Total antenna diodes in the routed design .............................            0
Slew at the pin closest to its max-slew limit .........................     0.809 ns
Clock Tree Root ....................................................... sky130_fd_sc_hd__clkbuf_16
Cell type with the largest total area after synthesis ................. sky130_fd_sc_hd__dfrtp_1
Final sum of negative setup slack .....................................         0 ns
Detail Placement HPWL .................................................      10.5 mm
Startpoint kind of the worst setup timing path ........................ primary input
Max FO, Critical Path .................................................            7
Max-cap check violation count .........................................            0
Number of synthesized flops with an enable pin ........................            0
Area of the mapped netlist ............................................   6680 sq um
Row Count .............................................................           46
Top cell excl fill/tap ................................................ sky130_fd_sc_hd__dfrtp_1
Total DRC errors in the routed layout .................................            0
Hold Slack ............................................................     0.472 ns
Prevailing post-synth register cell ................................... sky130_fd_sc_hd__dfrtp_1
Layout-stage area growth over the synthesis result ....................        26.6%
CTS buffer count ......................................................           17
====================================================================================
[worst paths after layout]
path | start | end | slack, ns | cells after the start
worst min-delay path | transmitter_UART.shift_reg[9] | transmitter_UART.shift_reg[9] | 0.47 | 2
worst max-delay path | PADDR[17] | PRDATA[8] | 0.75 | 6
worst min register to register | transmitter_UART.shift_reg[9] | transmitter_UART.shift_reg[9] | 0.47 | 2
max in group asynchronous | PRESETn | ctrl_reg[21] | 3.46 | 2
worst max register to register | receiver_UART.baud_counter[8] | receiver_UART.bit_counter[2] | 2.80 | 5
min in group asynchronous | PRESETn | ctrl_reg[13] | 0.62 | 1
[cells in the mapped netlist (all sizes together), types with 2 or more instances]
cell	instances
dfrtp	119
mux2	66
o21ai	40
mux2i	29
nand2	29
nor2	29
nor3	25
a21oi	20
inv	20
or3	20
clkbuf	19
a22o	14
buf	13
dfstp	12
nand3	12
nor4	12
ha	10
nand2b	10
o221a	8
a31oi	7
nand4	7
nor2b	7
o211ai	6
o31ai	6
a211oi	5
mux4	4
o21a	4
o22ai	4
a21o	3
and2	3
nor4b	3
o22a	3
xnor2	3
a21boi	2
a311oi	2
nor3b	2
or2	2
or4	2
xor2	2
[cell families after synthesis]
group                    share of synthesized area
AND/OR/NAND/NOR                              0.143
AND-OR/OR-AND                                0.136
flip-flops                                   0.493
multiplexers                                 0.168
buffers and inverters                       0.0343
adder cells (fa/ha/maj)                     0.0187
XOR/XNOR                                   0.00656
[critical path, stage by stage]
cell	delay [ns]
sky130_fd_sc_hd__clkdlybuf4s50_1	0.40
sky130_fd_sc_hd__nor4_1	0.32
sky130_fd_sc_hd__nand4_1	0.31
sky130_fd_sc_hd__or3_1	0.64
sky130_fd_sc_hd__nor2_1	0.22
sky130_fd_sc_hd__clkdlybuf4s50_1	0.49
[metrics by stage]
step                instance area (sq um)  cells
floorplan                            6680    596
global placement                     7880    891
detailed placement                   7880    891
CTS                                  8460    923
global route                         8460    923
finish                               8460    923
[power breakdown]
| part | internal [mW] | switching (mW) | total (mW) |
|---|---|---|---|
| logic | 0.0557 | 0.0444 | 0.100 |
| clock network | 0.710 | 0.462 | 1.17 |
| registers | 1.02 | 0.000951 | 1.02 |
[metal layers]
layer	vias to the layer above	part of all wire	wire (microns)	GRT usage
li1	2420	-	-	-
met1	2492	0.46	7130	0.292
met2	152	0.45	6910	0.290
met3	4	0.090	1400	0.0716
met4	0	0.0052	80	0.0209
met5	-	0	0	0
[cell type report]
cell class	count	area, sq um
Multi-Input combinational cell	413	3160
Tap cell	216	270
Inverter	20	75.1
Clock inverter	15	156
Sequential cell	131	3290
Timing Repair Buffer	111	1080
Fill cell	1389	7660
Clock buffer	17	425
Power and IR drop assume default switching activity.
